--- flow/config.mk ---
export PLATFORM = sky130hd
export DESIGN_NAME = CPU
export DESIGN_NICKNAME = CPU
export VERILOG_FILES = /design/flow/design.v
export SDC_FILE = /design/flow/constraint.sdc
export NUM_CORES = 4
export LEC_CHECK = 1
export CORE_UTILIZATION = 50
export SYNTH_HDL_FRONTEND = slang
--- flow/constraint.sdc ---
current_design CPU

set clk_period 5.9
set clk_io_pct 0.2

create_clock -name clk0 -period $clk_period [get_ports {clk}]

set non_clock_inputs [all_inputs -no_clocks]
set_input_delay [expr $clk_period * $clk_io_pct] -clock clk0 $non_clock_inputs
set_output_delay [expr $clk_period * $clk_io_pct] -clock clk0 [all_outputs]
--- flow/run.sh ---
#!/bin/bash
# OpenROAD 26Q1-2900-gdf79404cd8, Yosys 0.63+post, stock flow scripts
make -C /OpenROAD-flow-scripts/flow DESIGN_CONFIG=/design/flow/config.mk WORK_HOME=/design/flow/orfs finish
--- flow/design.v ---
module SRAM #(
    parameter ADDR = 8, 
    parameter WIDTH = 32, 
    parameter LENGTH = 256
)(
    input clk,
    input CS,
    input WE,
    input [ADDR-1:0] addr,
    input [WIDTH-1:0] data_in,
    output reg [WIDTH-1:0] data_out
);
reg [WIDTH-1:0] mem [0:LENGTH-1];
initial begin
    $readmemb("C:/Users/HP/Desktop/CPU-RTL/SRAM/file.txt", mem);
end
always @(posedge clk) begin
    if (CS) begin
        if (WE) begin
            mem[addr] <= data_in;
        end else begin
            data_out <= mem[addr];
        end
    end
end
endmodule
module ALU(
    input [7:0] data1,
    input [7:0] data2,
    input [1:0] opcode,
    output reg [7:0] result
);
always @(*) begin
    case (opcode)
        2'b00: result = data1 + data2;
        2'b01: result = data1 - data2;
        2'b10: result = data1 & data2;
        2'b11: result = data1 | data2;
        default: result = 8'b0;  
    endcase
end
endmodule
module decoder(
    input [7:0]register1,
    input [7:0]register2,
    input [7:0]register3,
    input [7:0]register4,
    input [1:0]sel,
    output reg[7:0]data
);
always @(sel) begin
    case(sel)
        2'b00: data = register1;
        2'b01: data = register2;
        2'b10: data = register3;
        2'b11: data = register4;
    endcase
end
endmodule
module CPU(
    input clk,
    input cs,
    input we,
    input reset,
    output reg [7:0] reg1,
    output reg [7:0] reg2,
    output reg [7:0] reg3,
    output reg [7:0] reg4,
    output [7:0] reg5
);
reg [3:0] program_counter;
reg [7:0] data_in;
wire [7:0] result;
wire [7:0] instruction;
wire [7:0] data1;
wire [7:0] data2;
assign reg5 = result;
always @(posedge clk) begin
    if (reset) begin
        reg1 <= 8'b0;
        reg2 <= 8'b0;
        reg3 <= 8'b0;
        reg4 <= 8'b0;
        program_counter <= 4'b0;
    end else begin
        program_counter <= program_counter + 1;
        if (~we) begin
            if (instruction[7:6] == 2'b00) begin
                case (instruction[5:4])
                    2'b00: reg1 <= instruction[7:0];  
                    2'b01: reg2 <= instruction[7:0];  
                    2'b10: reg3 <= instruction[7:0];  
                    2'b11: reg4 <= instruction[7:0];  
                endcase
            end
        end else begin
            data_in <= reg5;
        end
    end
end
decoder u1_decoder(
    .register1(reg1),
    .register2(reg2),
    .register3(reg3),
    .register4(reg4),
    .sel(instruction[3:2]),
    .data(data1)
);
decoder u2_decoder(
    .register1(reg1),
    .register2(reg2),
    .register3(reg3),
    .register4(reg4),
    .sel(instruction[1:0]),
    .data(data2)
);
SRAM #(
    .ADDR(4),
    .WIDTH(8),
    .LENGTH(16)
) u_SRAM(
    .clk(clk),
    .CS(cs),
    .WE(we),
    .addr(program_counter),
    .data_in(data_in),
    .data_out(instruction)
);
ALU u_ALU(
    .data1(data1),
    .data2(data2),
    .opcode(instruction[5:4]),
    .result(result)
);
endmodule
==> job_summary.md <==
### Flow metrics

| Metric | Value |
|---|---|
| Outcome | `finished, final reports clean` |
| Syn avg cell area | `roughly 16 sq um` |
| Ant diodes | `0` |
| Vias in the first global route | `about 4.5k` |
| Initial antenna violation count | `0` |
| Drt total wl | `16.0 mm` |
| Internal power | `2.05 mW` |
| DP Wirelength | `between 10 and 15 mm` |
| Cell area after synthesis | `0.00770 sq mm` |
| Critical path buffer and inverter count | `1` |
| Via-to-Cell Ratio | `5.93` |
| Avg WL per Cell | `21.8 microns` |
| Critical Path RT | `roughly 4.7 ns` |
| Max capacitance violation total | `0` |
| Met3 GRT Util | `11.3%` |
| CP max stage delay | `roughly 0.75 ns` |
| Layout area overhead | `17.5%` |
| Number of enable flip-flop cells | `approximately 140` |
| Area of the core | `0.0148 sq mm` |
| Clock share of power | `~39%` |
| Yosys synthesis chip area | `~0.0077 sq mm` |
| IO Port Bufs | `approximately 43` |
| Synth async-reset ratio | `0%` |
| First-pass GRT wire length | `~26 mm` |
| Worst-Margin Slew | `slightly above 0.8 ns` |
| Setup ws final | `approximately 0.18 ns` |
| Synth area leaders | `edfxtp_1 56%, mux4_2 16%, dfxtp_1 9.4%, ha_1 2.1%, nor2_1 2.0%` |
| Clk latency late pin | `0.42 ns` |
| Total power | `between 2 and 3 mW` |
| Post-synth cell types | `42` |
| Worst setup EP type | `output port` |
| Hold bufs inserted after CTS | `0` |
| Combinational share of power | `under 10%` |
| Filler instances | `roughly 1.0k` |
| Clock sink count | `around 180` |
| # IOs | `between 40 and 50` |
| Met1 usage | `a little over a third` |
| Clock Tree Buf Depth | `2` |
| Synth Flop Type | `edfxtp_1` |
| # setup viols final | `0` |
| Crit-path slowest cell | `mux4_1` |
| Yosys top cell by area | `edfxtp_1` |
| Top cell area share | `between 50% and 60%` |
| Vias | `between 4k and 5k` |
| Sequential area share after synthesis | `about two thirds` |
| Seq cells post-synth | `about 180` |
| Die ar. | `~0.016 sq mm` |
| Final period util | `between 90% and 100%` |
| Final ANT Viol Nets | `0` |
| DIE HEIGHT | `~130 microns` |
| Pre-CTS setup slack | `between 0.5 and 0.6 ns` |
| FP Util | `a little over half` |
| Rel. slew slack | `46.0%` |
| First drt pass iteration count | `4` |
| M2 GR Usage | `a little under two fifths` |
| Total global routing track utilization | `roughly a quarter` |
| Largest net degree at the start of global routing | `38` |
| H-tree levels | `4` |
| Crit start category | `register` |
| Final Slew Violations | `0` |
| Clk slew on worst S/H paths | `0.07 ns` |
| Die Wd | `126 microns` |
| VDD IR-drop max | `about 0.23 mV` |
| Crit-path cells | `mux4_1, nor4_4, or2b_1, o21ai_0, xor2_1, ha_1, nor3_2, nand3_2, a21o_1, a311o_1, a211oi_2, clkdlybuf4s50_1` |
| Switching part of the total | `between 20% and 30%` |
| Layout cells sized above 1 | `approximately 22%` |
| Synth warn | `0` |
| Fmax | `about 0.17 GHz` |
| OpenROAD warnings | `30` |
| Gpl congestion | `about 0.88` |
| PwrDens | `between 200 and 300 mW/mm^2` |
| Crit path max-delay family | `simple AND/OR/NAND/NOR gates` |
| GRT overflow | `0` |
| Reg power frac | `a little over half` |
| Clock skew | `between 0.007 and 0.008 ns` |
| Static Leak | `between 3 and 4 nW` |
| CTS Buf Count | `17` |
| TritonCTS clock tree | `done` |
| Hold/Removal Path Class | `reg -> reg` |
| Switching power | `approximately 0.63 mW` |
| Worst endpoint data arrival time | `4.54 ns` |
| Yosys cell count | `around 470` |
| Post-route minimum period | `around 5.7 ns` |
| Syn Inst Count | `roughly 470` |
| Final hold viol count | `0` |
| Clock Tree Root | `clkbuf_16` |
| WS Path Type | `reg -> out` |
| DR iter-0 viols | `around 280` |
| Std cell rows | `roughly 44` |
| Most used routing layer | `met2` |
| Crit-path max FO | `6` |
| DRC Markers | `0` |
stage by stage:
stage	utilization [%]	setup TNS (ns)	cell area [sq um]	instances	hold slack (ns)
2_1_floorplan	-	0	7700	471	0.442
3_3_place_gp	57.3	0	8450	698	0.468
3_5_place_dp	57.3	0	8450	698	0.480
4_1_cts	61.0	0	9000	729	0.496
5_1_grt	61.3	-0.000582	9050	733	0.510
6_report	61.3	0	9050	733	0.496
path summary, 6_finish.rpt:
path                                                   start              endpoint  slack [ns]  depth (start not counted)
worst max-delay path            u_SRAM.data_out[0]$_DFFE_PP_               reg5[7]        0.18                         12
worst max register to register  u_SRAM.data_out[0]$_DFFE_PP_  data_in[7]$_DFFE_PP_        2.11                         11
worst min-delay path                    reg4[1]$_SDFFE_PP0P_  reg4[1]$_SDFFE_PP0P_        0.50                          2
worst min register to register          reg4[1]$_SDFFE_PP0P_  reg4[1]$_SDFFE_PP0P_        0.50                          2
registers in the layout, indices dropped and copies added (netlist names):
signal	count
program_counter	4
reg2	8
u_SRAM.mem	128
data_in	8
reg1	8
reg3	8
reg4	8
u_SRAM.data_out	8
power by group through the flow:
stage | Combinational, mW | Sequential, mW | Clock, mW
after CTS | 0.207 | 1.42 | 1.07
after global routing | 0.228 | 1.43 | 1.12
final | 0.209 | 1.42 | 1.04
tightest hold or removal path, cell delays in order, from the launching register on:
cell     delay [ns]
dfxtp_1        0.33
nand2_1        0.06
a21oi_1        0.06
cell usage after synthesis, types with 8 or more instances:
library cell,count
mux4_2,54
dfxtp_1,36
edfxtp_1,144
a21oi_1,17
nor3_1,8
clkbuf_1,20
nor2_1,41
nand3_1,11
o21ai_0,9
and2_1,8
nand2_1,26
mux2i_1,8
inv_1,10
ha_1,13
layer usage:
metal  up-vias  wire length [microns]
met4         0                    108
met3         6                   1600
met2       198                   7990
met1      2189                   6310
met5         -                      0
li1       1957                      -
layout make-up:
type                       count  area (sq um)  share of cell area (%)
sequential                   180          5050                    55.8
clock buffer                  17           425                    4.70
timing repair buffer          72           652                    7.21
inverter                      10          37.5                   0.415
clock inverter                14           121                    1.34
multi-input combinational    256          2530                    28.0
tap                          184           230                    2.54
cell families (layout without fill, tap and decap cells):
logic type                 count (synthesis)  in the layout  synth area share, %
muxes                                     64             64                 17.5
buffers and inverters                     35            113                 1.75
AOI/OAI and AO/OA                         41             41                 3.25
xor gates and xnor gates                  11             11                 1.25
adders and majority gates                 18             18                 2.89
and+or+nand+nor                          122            122                 7.83
DFF                                      180            180                 65.5
repair_timing:
action	CTS	global route
endpoints found under the setup margin	0	1
buffers inserted	0	4
gates resized	0	4
endpoints found under the hold margin	0	0
cell usage in the layout, fill, tap and decap left out, drive strengths merged, types with 4 or more instances in the layout:
cell,n
nor3,8
and2,9
inv,17
mux2i,8
nand3,12
nor2,41
clkdlybuf4s50,43
clkinv,4
and3,4
nand2b,6
clkbuf,17
nand2,26
xnor2,5
mux4,56
buf,29
xor2,6
nor3b,6
dfxtp,36
maj3,4
nor2b,6
o21ai,9
ha,13
edfxtp,144
a21oi,17
No activity file was given, so power comes from the tool's default toggle rates.
