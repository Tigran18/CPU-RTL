$ cat flow/run.sh
#!/bin/bash
# OpenROAD 26Q1-2900-gdf79404cd8, Yosys 0.63+post, stock flow scripts
make -C /OpenROAD-flow-scripts/flow DESIGN_CONFIG=/design/flow/config.mk WORK_HOME=/design/flow/orfs finish
$ cat flow/config.mk
export PLATFORM = sky130hd
export DESIGN_NAME = Full_Subtr
export DESIGN_NICKNAME = Full_Subtr
export VERILOG_FILES = /design/flow/design.v
export SDC_FILE = /design/flow/constraint.sdc
export NUM_CORES = 4
export LEC_CHECK = 1
export CORE_AREA = 10 10 70 70
export DIE_AREA = 0 0 80 80
export SYNTH_HDL_FRONTEND = slang
$ cat flow/constraint.sdc
current_design Full_Subtr

set clk_period 6.2
set clk_io_pct 0.2

create_clock -name clk0 -period $clk_period

set non_clock_inputs [all_inputs -no_clocks]
set_input_delay [expr $clk_period * $clk_io_pct] -clock clk0 $non_clock_inputs
set_output_delay [expr $clk_period * $clk_io_pct] -clock clk0 [all_outputs]
$ cat flow/design.v
module Subtr(
    input a,
    input b,
    input cin,
    output s,
    output cout
);
    assign s = a ^ b ^ cin;
    assign cout = (~(a ^ b) & cin) | (~a & b);
endmodule
module Full_Subtr(
    input [7:0] a,       
    input [7:0] b,       
    input cin,           
    output [8:0] s,      
    output [7:0] cout    
);
    genvar i;
    generate 
        for (i = 0; i < 8; i = i + 1) begin: bit_sub
            if (i == 0) begin
                Subtr u_subtr (
                    .a(a[i]),
                    .b(b[i]),
                    .cin(cin),
                    .s(s[i]),
                    .cout(cout[i])
                );
            end else begin
                Subtr u_subtr (
                    .a(a[i]),
                    .b(b[i]),
                    .cin(cout[i-1]),
                    .s(s[i]),
                    .cout(cout[i])
                );
            end
        end
    endgenerate
    assign s[8] = cout[7];
endmodule
==> run summary <==
run results: status=finished clean, number of port buffers=34, count of tool warnings=32, Seq pwr share=0, IO Pins=34, Internal=0.04160 mW, WL per Instance=8.407 um, n_diodes=0, Logic pwr share=1.000, min-delay worst type=primary input to primary output, Initial DRC Count=0, Setup TNS=0 ps, pin count of the biggest net entering global routing=3, die span in x=80 um, seq_cells=0, synthesized area per cell=8.264 sq um, yosys synthesis chip area=355.3 sq um, Ys Warns=0, cell row count=21, register area share after synthesis=0, DR vias/cell=2.639, Vias=285, Cell area leaders=fa_1 (45%), buf_4 (36%), inv_1 (19%), Die ar.=0.006400 sq mm, Synth area leader=fa_1, crit path capture type=primary output, DRC viols=0, Clk network pwr share=0, RSZ-0062 raised after global routing=no, Sw Pwr=0.01624 mW, CP Launch Type=primary input, fin crit period=6014 ps, first-pass GRT wire length=1.469 mm, GP Congestion=0.8075, Crit Path Category=primary input to primary output, Routed Antenna Nets=0, Max rail drop VDD=0.00003304 V, Init Core Util=0.1040, Setup violations, final=0, # Cells Yosys=43, Worst Path Required=4960 ps, Post-Place Cells=107, Final Hold Viols=0, final wirelength=908 um, cts hold-fix bufs=0, gr ovfl total=0, layout cells sized above 1=0.2258, Least-Margin Pin Slew=97.94 ps, antenna violations before repair=0, top-area cell type share of the netlist area=0.4507, Power Density=89.08 mW/mm^2, non-filler cells, final=108, Storage cell area=0 sq um, DRT Pass-1 Iters=1, Mapped Area=355.3 sq um, sw frac=0.2808, Pwr Total=0.05785 mW, Worst Path Max Fanout=2, Core ar.=0.003416 sq mm, Die Ht=80 um, Fmax achieved=0.1663 GHz, P&R area growth vs syn=82.75%, Final period util=0.9699, P_leak=0.2938 nW, Rel. slew slack=0.9345, number of max-cap violations=0, fin. max-slew vios=0, number of distinct library cells after synthesis=3, Gate Count Post-Synth=43, vias in the first global route=354, WP data arrival=4770 ps, final core occ=0.1901, clock buffer count=0, post-DP HPWL=888.8 um, All-Layer GR Usage=0.02743
[worst max-delay path, cell delays in order]
cell and delay (ps):
dlygate4sd2_1 250, fa_2 410, fa_2 420, fa_2 410
fa_2 380, fa_2 380, inv_2 70, fa_2 190
inv_2 50, fa_2 540, inv_1 40, clkdlybuf4s50_1 410
[repair_timing]
item,in CTS,in global routing
resized,19,0
gates cloned,0,0
setup endpoints to repair,5,2
setup buffers,1,0
pin swaps,8,1
[power by group through the flow]
stage	Sequential, mW	Combinational, mW	Clock (mW)
after CTS	0	0.0602	0
after global routing	0	0.0666	0
final	0	0.0578	0
[cell usage in the layout, fill, tap and decap left out]
cell type	instances
inv_2	3
fa_2	8
dlygate4sd2_1	5
buf_4	2
inv_1	15
clkdlybuf4s50_1	28
buf_2	1
[cells in the mapped netlist]
cell type  instances
buf_4             17
fa_1               8
inv_1             18
[worst paths after layout]
path / to / cells past startpoint / startpoint
setup / recovery: s[6] / 12 / cin
hold / removal: s[7] / 4 / b[7]
[layer usage]
| layer | GRT usage | part of all wire | routed length, um | vias to the layer above |
|---|---|---|---|---|
| met3 | 0.01818 | 0.23 | 209 | 0 |
| met4 | 0 | 0 | 0 | 0 |
| met5 | 0 | 0 | 0 | - |
| met2 | 0.03933 | 0.33 | 297 | 30 |
| met1 | 0.03562 | 0.44 | 400 | 123 |
| li1 | - | - | - | 132 |
[logic make-up (layout without fill, tap and decap cells)]
| logic type | after synthesis | in the layout | share of synthesized area |
|---|---|---|---|
| fa+ha+maj | 8 | 8 | 0.4507 |
| buf+inv | 35 | 54 | 0.5493 |
[stage by stage]
stage | setup WS, ps | area [sq um] | hold WS (ps)
after floorplan | 422.1 | 355.3 | 2703
after global placement | -449.9 | 633.1 | 3540
after detailed placement | -494.7 | 633.1 | 3551
after CTS | 90.34 | 649.4 | 3222
after global routing | 55.80 | 649.4 | 3282
final | 186.4 | 649.4 | 3214
[area by class of cell]
cell class	instances	area, sq um
fill	385	2766
inverter	18	67.56
tap	46	57.56
timing repair buffer	36	344.1
multi-input combinational	8	180.2
No activity file was given, so power comes from the tool's default toggle rates.
