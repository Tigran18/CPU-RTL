==> /design/flow/design.v <==
module TL(
    input clk,
    input res,
    output out
);
    reg [8:0] inp1, inp2, inp3; 
    reg GTY, YTR, RTG;
    assign out = RTG; 
    initial begin
        GTY = 1;   
        YTR = 0;
        RTG = 0;
        inp1 = 0;
        inp2 = 0;
        inp3 = 0;
    end
    always @(posedge clk) begin
        if (res) begin
            GTY <= 1;
            YTR <= 0;
            RTG <= 0;
            inp1 <= 0;
            inp2 <= 0;
            inp3 <= 0;
        end 
        else begin
            if (GTY) begin
                if (inp1 == 8'b11111111) begin
                    GTY <= 0;
                    YTR <= 1;
                    RTG <= 0;
                    inp1 <= 0;
                end else begin
                    inp1 <= inp1 + 1;
                end
            end
            if (YTR) begin
                if (inp2 == 8'b11111111) begin
                    GTY <= 0;
                    YTR <= 0;
                    RTG <= 1;
                    inp2 <= 0;
                end else begin
                    inp2 <= inp2 + 1;
                end
            end
            if (RTG) begin
                if (inp3 == 8'b11111111) begin
                    GTY <= 1;
                    YTR <= 0;
                    RTG <= 0;
                    inp3 <= 0;
                end else begin
                    inp3 <= inp3 + 1;
                end
            end
        end
    end
endmodule
==> /design/flow/run.sh <==
#!/bin/bash
# OpenROAD 26Q1-2900-gdf79404cd8, Yosys 0.63+post, stock flow scripts
make -C /OpenROAD-flow-scripts/flow DESIGN_CONFIG=/design/flow/config.mk WORK_HOME=/design/flow/orfs finish
==> /design/flow/config.mk <==
export PLATFORM = sky130hd
export DESIGN_NAME = TL
export DESIGN_NICKNAME = TL
export VERILOG_FILES = /design/flow/design.v
export SDC_FILE = /design/flow/constraint.sdc
export NUM_CORES = 4
export LEC_CHECK = 1
export CORE_AREA = 10 10 91 91
export DIE_AREA = 0 0 101 101
export SYNTH_HDL_FRONTEND = slang
==> /design/flow/constraint.sdc <==
current_design TL

set clk_period 1.7
set clk_io_pct 0.2

create_clock -name clk0 -period $clk_period [get_ports {clk}]

set non_clock_inputs [all_inputs -no_clocks]
set_input_delay [expr $clk_period * $clk_io_pct] -clock clk0 $non_clock_inputs
set_output_delay [expr $clk_period * $clk_io_pct] -clock clk0 [all_outputs]
==> flow_metrics.tcl <==
# yosys + openroad results
set metrics [dict create \
    ys_sh_simple_pct 22.7 \
    synth.cellmix.adderShare_pct 2.85 \
    grt_setup_unrepaired "false" \
    clkTransAtPathRegs_ns 0.06 \
    power-per-cell-area_nw_per_um2 864 \
    io_pins 3 \
    share_of_cells_above_drive_strength_1_pct 12.6 \
    final-hold-violation-count 0 \
    final.fill_count 654 \
    cp.required_ns 1.36 \
    crit_fanout 10 \
    route.antenna.diode_count 0 \
    drt_wl_total_um 2330 \
    syn_area_per_cell_um2 9.34 \
    crit_arrival_ns 1.19 \
    worst_setup_path_end_kind "output pin" \
    synthesis.yosys.warnings 0 \
    post_detailed_route_count_of_antenna_violating_nets 0 \
    synth.yosys.chip_area_um2 1320 \
    clock_sinks 30 \
    cts-root-to-sink-buffers 2 \
    fin_ws_ns 0.174 \
    highest_clock_frequency_the_design_can_meet_ghz 0.655 \
    floorplan.core_area_um2 6350 \
    synth_seq_share_pct 45.6 \
    timing.setup.critical_path_class "register to output pin" \
    synth_flops 30 \
    gp_congestion 0.829 \
    netlist_top_cells_area "sky130_fd_sc_hd__dfxtp_1, sky130_fd_sc_hd__xor2_1, sky130_fd_sc_hd__or3_1" \
    drt_drc_violations_left 0 \
    via_count_of_the_first_global_routing_pass 986 \
    compound_area_share_pct 18.7 \
    synthTopLogicFamily "simple AND/OR/NAND/NOR gates" \
    status "finished clean" \
    floorplanUtilization_pct 20.7 \
    dieWidth_um 101 \
    stage_log_warnings 25 \
    dieHeight_um 101 \
    max_slew_margin_pct 70.6 \
    num_vias 1031 \
    post_cts_hold_buffer_count 0 \
    timing.critical_path.max_delay_family "buffers and inverters" \
    synth_area_um2 1320 \
    worst_ir_drop_vdd_uv 565 \
    cts_inserted_buffers 5 \
    synth_top_cell_by_area "sky130_fd_sc_hd__dfxtp_1" \
    mux_area_share_pct 0.760 \
    dp_hpwl_um 1610 \
    cts_htree_levels 2 \
    crit_path_cell_trace "clkdlybuf4s50_1" \
    ys_cells 141 \
    measured_slew_at_the_worst_slew_check_pin_ns 0.437 \
    pin_count_of_the_biggest_net_entering_global_routing 11 \
    cp-start-kind "register" \
    post-route-period-util_pct 89.8 \
    areaGrowthSynthToFinish_pct 16.5 \
    finalSetupViolCount 0 \
    synthXorXnorAreaFrac_pct 6.65 \
    gr-total-overflow 0 \
    top_cell_area_share_pct 45.6 \
    final.setup.tns_ns 0 \
    clkLatencyLatePin_ns 0.27 \
    detail_route.wl_per_cell_um 10.2 \
    max_cap_violations 0 \
    yosys.cell_types.count 30 \
    period_needed_ns 1.53 \
    cts_tree "done" \
    grt_first_pass_wirelength_um 4290 \
    grt_antenna_before_repair 0 \
    globalRouteTotalUtil_pct 4.82 \
    via_per_inst 4.52 \
    std_cell_rows 29 \
    clock_tree.root_cell "sky130_fd_sc_hd__clkbuf_8" \
    drt_iter0_markers 51 \
    cellLeakagePower_nw 0.498 \
    input_output_buffers 2 \
    die_footprint_um2 10200 \
    cp_num_buf_inv 1 \
    final_max_slew_viol_count 0 \
    synthCells 141 \
    pre_cts_ws_ns 0.186 \
    max_stage_delay_cell_worst_path "sky130_fd_sc_hd__clkdlybuf4s50_1" \
    worst_hold_path_type "register to register" \
    timing.critical_path.slowest_cell_delay_ns 0.50 \
    finalClockSkew_ns 0.00377 \
    first_pass_iters 4 \
    post_cts_resize_count 0 \
    cts.repair_timing.setup_buffer_count 0 \
]
cells by family after synthesis:
| family | after synthesis |
|---|---|
| fa+ha+maj | 3 |
| flops | 30 |
| compound gates | 35 |
| buf+inv | 9 |
| mux | 1 |
| simple gates | 53 |
| xor+xnor | 10 |
synthesized netlist by cell type, drive strengths merged:
cell type   n
clkbuf      1
o21bai      1
o311ai      2
inv         6
nand4      10
o21ai       9
nand2b      2
o211a       1
xor2        9
xnor2       1
ha          3
nor2       11
o31ai       6
nand3       6
buf         2
nand3b      3
mux2i       1
nor3        1
a21oi      12
a211oi      1
o32ai       1
dfxtp      30
o311a       2
or3        11
nand2       9
sequential cells by signal (all words and copies together) (netlist names):
register  cells
YTR           1
GTY           1
inp1          9
out           1
inp3          9
inp2          9
final timing paths:
kind	from	slack [ns]	cells past startpoint	endpoint
max reg2reg	inp1[0]$_SDFFE_PP0P_	0.28	4	YTR$_SDFF_PP0_
min	inp1[8]$_SDFFE_PP0P_	0.45	1	inp1[8]$_SDFFE_PP0P_
max	out$_SDFF_PP0_	0.17	1	out
min reg2reg	inp1[8]$_SDFFE_PP0P_	0.45	1	inp1[8]$_SDFFE_PP0P_
power by group:
group	switching (mW)	internal, mW	total, mW	leakage [nW]
sequential	0.00648	0.709	0.716	0.243
clock	0.248	0.326	0.573	0.0482
combinational	0.0212	0.0158	0.0369	0.207
metal layers:
layer	up-vias	global-route usage [%]	share of wire, %
met4	0	0.965	1.5
li1	537	-	-
met3	5	0.970	3.0
met2	12	7.13	43
met1	477	7.12	52
met5	-	0	0
cell type report:
cell class                      instances  area (um^2)  area share [%]
Multi-Input combinational cell        102          681            44.3
Sequential cell                        30          602            39.2
Tap cell                               77         96.3            6.28
Clock buffer                            7         86.3            5.62
Timing Repair Buffer                    5         42.5            2.77
Inverter                                6         22.5            1.47
Clock inverter                          1         5.00           0.326
per-stage QoR:
stage / area, um^2 / utilization [%] / instances / hold slack (ns) / total power, mW
2_1_floorplan: 1320 / - / 141 / 0.432 / 0.754
3_3_place_gp: 1440 / 22.7 / 220 / 0.438 / 0.768
3_5_place_dp: 1440 / 22.7 / 220 / 0.443 / 0.768
4_1_cts: 1530 / 24.2 / 228 / 0.451 / 1.34
5_1_grt: 1540 / 24.2 / 228 / 0.462 / 1.38
6_report: 1540 / 24.2 / 228 / 0.449 / 1.33
placed cells by master, fill, tap and decap left out, types with 3 or more instances in the layout:
cell type and instances:
sky130_fd_sc_hd__a21oi_1 12, sky130_fd_sc_hd__buf_4 3, sky130_fd_sc_hd__clkbuf_8 6, sky130_fd_sc_hd__dfxtp_1 29, sky130_fd_sc_hd__ha_1 3, sky130_fd_sc_hd__inv_1 6, sky130_fd_sc_hd__nand2_1 9, sky130_fd_sc_hd__nand3_1 4
sky130_fd_sc_hd__nand3b_1 3, sky130_fd_sc_hd__nand4_1 8, sky130_fd_sc_hd__nor2_1 11, sky130_fd_sc_hd__o21ai_0 9, sky130_fd_sc_hd__o31ai_1 4, sky130_fd_sc_hd__or3_1 11, sky130_fd_sc_hd__xor2_1 9
Power is estimated from default activity; no workload was simulated.
